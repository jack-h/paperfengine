### design/flow/run.sh
#!/bin/bash
# OpenROAD 26Q1-2900-gdf79404cd8, Yosys 0.63+post, stock flow scripts
make -C /OpenROAD-flow-scripts/flow DESIGN_CONFIG=/design/flow/config.mk WORK_HOME=/design/flow/orfs finish
### design/flow/config.mk
export PLATFORM = sky130hd
export DESIGN_NAME = mem_opb_attach
export DESIGN_NICKNAME = mem_opb_attach
export VERILOG_FILES = /design/flow/design.v
export SDC_FILE = /design/flow/constraint.sdc
export NUM_CORES = 4
export LEC_CHECK = 1
export CORE_AREA = 10 10 293 293
export DIE_AREA = 0 0 303 303
### design/flow/constraint.sdc
current_design mem_opb_attach

set clk_period 6.2
set clk_io_pct 0.2

create_clock -name clk0 -period $clk_period [get_ports {OPB_Clk}]
create_clock -name clk1 -period $clk_period [get_ports {dram_clk}]

set non_clock_inputs [all_inputs -no_clocks]
set_input_delay [expr $clk_period * $clk_io_pct] -clock clk0 $non_clock_inputs
set_output_delay [expr $clk_period * $clk_io_pct] -clock clk0 [all_outputs]
### design/flow/design.v
module mem_opb_attach #(
    parameter C_BASEADDR = 0,
    parameter C_HIGHADDR = 0
  ) (
    input         OPB_Clk,
    input         OPB_Rst,
    output [0:31] Sl_DBus,
    output        Sl_errAck,
    output        Sl_retry,
    output        Sl_toutSup,
    output        Sl_xferAck,
    input  [0:31] OPB_ABus,
    input  [0:3]  OPB_BE,
    input  [0:31] OPB_DBus,
    input         OPB_RNW,
    input         OPB_select,
    input         OPB_seqAddr,
    input          dram_clk,
    input          dram_rst,
    output         dram_cmd_en,
    output         dram_cmd_rnw,
    output [143:0] dram_wr_data,
    output  [17:0] dram_wr_be,
    output  [31:0] dram_address,
    input  [143:0] dram_rd_data,
    input          dram_rd_dvld,
    input          dram_ack
  );
  wire opb_trans_strb;
  wire opb_resp_strb;
  wire dram_resp_strb;
  wire dram_trans_strb;
  wire [31:0] opb_addr = OPB_ABus - C_BASEADDR;
  wire opb_sel = (OPB_ABus >= C_BASEADDR && OPB_ABus <= C_HIGHADDR) && OPB_select;
  wire cache_hit;
  reg [1:0] opb_state;
  localparam OPB_IDLE = 2'd0;
  localparam OPB_WAIT = 2'd1;
  localparam OPB_ACK  = 2'd2;
  reg opb_trans_strb_reg;
  always @(posedge OPB_Clk) begin
    opb_trans_strb_reg <= 1'b0;
    if (OPB_Rst) begin
      opb_state <= OPB_IDLE;
    end else begin
      case (opb_state)
        OPB_IDLE: begin
          if (opb_sel) begin
            if (cache_hit) begin  
              opb_state <= OPB_ACK;
            end else begin  
              opb_state <= OPB_WAIT; 
              opb_trans_strb_reg <= 1'b1;
            end
          end
        end
        OPB_WAIT: begin
          if (!OPB_select || opb_resp_strb) begin
            opb_state <= OPB_IDLE;
          end
        end
        OPB_ACK: begin
          opb_state <= OPB_IDLE;
        end
      endcase
    end
  end
  assign opb_trans_strb = opb_trans_strb_reg;
  reg cache_valid;
  reg [255:0] cache_data;
  reg  [26:0] cache_addr;
  localparam CACHE_BITS     = 7;
  localparam CACHE_LIFETIME = 127;
  reg [CACHE_BITS - 1:0] cache_timer;
  always @(posedge OPB_Clk) begin
    if (OPB_Rst) begin
      cache_valid <= 1'b0;
      cache_timer <= 0;
    end else begin
      if (cache_timer == 0 || (opb_trans_strb && !OPB_RNW)) begin
        cache_valid <= 1'b0;
      end
      if (cache_timer) begin
        cache_timer <= cache_timer - 1;
      end
      if (opb_resp_strb && OPB_RNW) begin
        cache_addr  <= opb_addr[31:5];
        cache_valid <= 1'b1;
        cache_timer <= CACHE_LIFETIME;
      end
    end
  end
  assign cache_hit = (cache_addr == opb_addr[31:5]) && OPB_RNW && cache_valid;
  assign Sl_xferAck = opb_resp_strb || opb_state == OPB_ACK;
  assign Sl_toutSup = opb_state == OPB_WAIT;
  assign Sl_retry   = 1'b0;
  assign Sl_errAck  = 1'b0;
  reg [31:0] SL_DBus_reg;
  always @(posedge OPB_Clk) begin
    case (opb_addr[4:2])
      3'd3: SL_DBus_reg <= cache_data[31:0];
      3'd2: SL_DBus_reg <= cache_data[63:32];
      3'd1: SL_DBus_reg <= cache_data[95:64];
      3'd0: SL_DBus_reg <= cache_data[127:96];
      3'd7: SL_DBus_reg <= cache_data[159:128];
      3'd6: SL_DBus_reg <= cache_data[191:160];
      3'd5: SL_DBus_reg <= cache_data[223:192];
      3'd4: SL_DBus_reg <= cache_data[255:224];
    endcase
  end
  assign Sl_DBus = Sl_xferAck ? SL_DBus_reg : 32'b0;
  reg trans_reg;
  reg trans_regR;
  reg trans_regRR;
  reg resp_reg;
  reg resp_regR;
  reg resp_regRR;
  reg wait_clear;
  always @(posedge OPB_Clk) begin
    resp_regR  <= resp_reg;
    resp_regRR <= resp_regR;
    if (OPB_Rst) begin
      trans_reg  <= 1'b0;
      wait_clear <= 1'b0;
    end else begin
      if (opb_trans_strb && !trans_reg) begin
        trans_reg  <= 1'b1;
        wait_clear <= 1'b0;
      end
      if (opb_trans_strb && trans_reg) begin
        trans_reg  <= 1'b0;
      end
      if (resp_regRR) begin
        trans_reg  <= 1'b0;
        wait_clear <= 1'b1;
      end
      if (wait_clear && !resp_regRR) begin
        wait_clear   <= 1'b0;
      end
    end
  end
  reg wait_reg;
  always @(posedge dram_clk) begin
    trans_regR  <= trans_reg;
    trans_regRR <= trans_regR;
    if (dram_rst) begin
      resp_reg <= 1'b0;
      wait_reg <= 1'b0;
    end else begin
      if (trans_regRR && !(wait_reg || resp_reg)) begin
        wait_reg <= 1'b1;
      end
      if (dram_resp_strb) begin
        wait_reg <= 1'b0;
        resp_reg <= 1'b1;
      end
      if (!trans_regRR) begin
        wait_reg <= 1'b0;
        resp_reg <= 1'b0;
      end
    end
  end
  assign opb_resp_strb   =  wait_clear && !resp_regRR;
  assign dram_trans_strb = trans_regRR && !(wait_reg || resp_reg);
  reg [31:0] opb_wr_data_reg;
  reg  [3:0] opb_be_reg;
  reg opb_rnw_reg;
  always @(posedge dram_clk) begin
    opb_wr_data_reg <= OPB_DBus;
    opb_be_reg      <= OPB_BE;
    opb_rnw_reg     <= OPB_RNW;
  end
  wire dram_wr_resp_strb;
  wire dram_rd_resp_strb;
  assign dram_resp_strb = dram_wr_resp_strb || dram_rd_resp_strb;
  wire second_cycle_sel    = opb_addr[4];
  wire [1:0] dram_word_sel = opb_addr[3:2];
  reg second_wr_cycle;
  reg dram_cmd_en_reg;
  always @(posedge dram_clk) begin
    second_wr_cycle      <= 1'b0;
    if (dram_rst) begin
      dram_cmd_en_reg <= 1'b0;
    end else begin
      if (dram_trans_strb) begin
        dram_cmd_en_reg <= 1'b1;
      end
      if (dram_cmd_en && dram_ack) begin
        dram_cmd_en_reg <= 1'b0;
        if (second_cycle_sel)
          second_wr_cycle    <= 1'b1;
      end
    end
  end
  assign dram_wr_resp_strb = dram_cmd_en && dram_ack && !dram_cmd_rnw;
  assign dram_cmd_rnw = opb_rnw_reg;
  assign dram_cmd_en  = dram_cmd_en_reg;
  reg [143:0] dram_wr_data_reg;
  always @(*) begin
    case (dram_word_sel)
      2'd3: dram_wr_data_reg <= {112'b0, opb_wr_data_reg} << 0;
      2'd2: dram_wr_data_reg <= {112'b0, opb_wr_data_reg} << 32;
      2'd1: dram_wr_data_reg <= {112'b0, opb_wr_data_reg} << 72;
      2'd0: dram_wr_data_reg <= {112'b0, opb_wr_data_reg} << 104;
    endcase
  end
  assign dram_wr_data = dram_wr_data_reg;
  reg [16:0] dram_wr_be_reg;
  always @(*) begin
    if (second_wr_cycle || dram_cmd_en && !second_cycle_sel) begin
      case (dram_word_sel)
        2'd3: dram_wr_be_reg <= {14'b0, opb_be_reg} << 0;
        2'd2: dram_wr_be_reg <= {14'b0, opb_be_reg} << 4;
        2'd1: dram_wr_be_reg <= {14'b0, opb_be_reg} << 9;
        2'd0: dram_wr_be_reg <= {14'b0, opb_be_reg} << 13;
      endcase
    end else begin
      dram_wr_be_reg <= 18'b0;
    end
  end
  assign dram_wr_be = dram_wr_be_reg;
  reg second_read_cycle;
  reg dram_rd_resp_strb_reg;
  always @(posedge dram_clk) begin
    second_read_cycle     <= 1'b0;
    dram_rd_resp_strb_reg <= 1'b0;
    if (dram_rst) begin
    end else begin
      if (second_read_cycle) begin
        dram_rd_resp_strb_reg <= 1'b1;
        cache_data[159:128] <=  dram_rd_data[ 31:0  ]; 
        cache_data[191:160] <=  dram_rd_data[ 63:32 ]; 
        cache_data[223:192] <=  dram_rd_data[103:72 ];
        cache_data[255:224] <=  dram_rd_data[135:104];
      end else begin
        if (dram_rd_dvld) begin
          second_read_cycle <= 1'b1;
          cache_data[ 31:0 ] <= dram_rd_data[ 31:0  ]; 
          cache_data[ 63:32] <= dram_rd_data[ 63:32 ]; 
          cache_data[ 95:64] <= dram_rd_data[103:72 ];
          cache_data[127:96] <= dram_rd_data[135:104];
        end
      end
    end
  end
  assign dram_address = {5'b0, opb_addr[31:5]};
  assign dram_rd_resp_strb = dram_rd_resp_strb_reg;
endmodule
==> metrics.yaml <==
coreArea_mm2: 0.0791
synth-edff-count: 283
path_clk_slew_ps: 60
instances_no_fill: 2525
finalMaxSlewViolations: 0
chipHeight_um: 303
ys_types: 49
clkPwrFrac: 0.450
dieArea_mm2: 0.0918
die_x_um: 303
ys_area_mm2: 0.0148
routed.top_layer: "met5"
slowest_stage: "buf_4"
setup_slack_ps: 1510
postSynthCellCount: 1038
slew_headroom: 0.506
p_int_w: 0.00485
p_sw_frac: 0.234
crit_path_start: "OPB_ABus[28]"
dp_hpwl_mm: 36.7
cts.repair.resized: 0
worstPathCellList: "buf_4, buf_4, buf_4, nand2b_1, nor2_1, clkdlybuf4s50_1"
wl_met1_mm: 18.8
fin_tns_setup_ps: 0
reg2reg_to: "cache_data[197]"
p_per_area_mw_per_mm2: 296
top_cell: "edfxtp_1"
cp.arrival_ps: 3450
status: "complete, no violations"
grt-ovfl-total: 0
cp-endpoint: "dram_wr_be[6]"
largest_reg_flops: 256
warnings: 44
routed_wl_mm: 51.0
wl_per_cell_um: 20.2
power_frac_comb: 0.096
drv_cap: 0
cpMostUsedCell: "buf_4"
avgSynthCellArea_um2: 14.2
dr_wl_met2_mm: 23.8
reg2reg_slack_ps: 4000
cpPeakStageDelay_ps: 540
place_ws_ps: 1410
io_buffers: 409
io_pins: 453
r2r_start: "second_read_cycle"
rows: 103
p_seq_frac: 0.454
reg2regPathDepth: 3
setup_viol: 0
netlist_area_mm2: 0.0148
yosysTopAreaCellShare: 0.575
dr.pass1.iters: 4
postRouteAntennaNets: 0
drt-vias-per-instance: 3.87
cts_setup_buffers: 0
common_cells: "283 x edfxtp_1, 97 x and2_1, 93 x dfxtp_1, 76 x nor2_1, 56 x buf_4"
hold_class: "flip-flop to flip-flop"
grt_pass1_wl_mm: 71.6
wl_met3_mm: 7.21
rsz0062_at_grt: "false"
worst_pin_slew_ps: 739
power_leakage_nw: 7.32
flop_cell: "edfxtp_1"
final_core_util: 0.271
skew_ps: 20.5
grt_use_total: 0.111
cts_sinks: 376
ctsHoldBuffers: 0
path_max_fanout: 38
ys_seq_share: 0.701
vdd_drop_max_v: 0.000150
critPathCaptureType: "output port"
ys_ff: 376
synthArstFlopShare: 0
largest_area_cell: "edfxtp_1"
vias: 9783
ys_cells: 1038
placed_cells: 2435
crit_path_start_kind: "input port"
place.gp.congestion: 0.898
grt_pass1_vias: 10300
drc: 0
p_switching_w: 0.00149
antenna_found_initial: 21
yosys-top-cells-area: "edfxtp_1 58%, dfxtp_1 13%, and2_1 4.1%"
grt_max_degree: 52
area_delta_synth_final_pct: 45.0
cts_tree: "built"
first_iter_violations: 331
layout-drive-gt1-share: 0.0980
finalHoldViolations: 0
cp.required_ps: 4960
path_class: "input port to output port"
yosys_warnings: 1
fp_util: 0.187
[layer usage]
layer / vias to the layer above / track usage
met4: 30 / 0.0185
met3: 95 / 0.0744
met1: 4680 / 0.126
met5: - / 0.00793
li1: 4524 / -
met2: 454 / 0.175
[worst max-delay path: cells and delay by family]
family / cells / cell delay [ps]
buffers and inverters: 4 / 1640
and+or+nand+nor: 2 / 500
[through the flow]
| step | power, W | hold WS (ps) | cell area (um^2) |
|---|---|---|---|
| after floorplan | 0.00322 | 310 | 14900 |
| after global placement | 0.00353 | 321 | 19800 |
| after detailed placement | 0.00355 | 318 | 19800 |
| after CTS | 0.00647 | 196 | 21400 |
| after global routing | 0.00663 | 205 | 21400 |
| final | 0.00634 | 196 | 21400 |
[cell usage in the layout (no fill, tap or decap), types with 32 or more instances in the layout]
cell,Yosys,routed
nor2b_1,43,40
nor2_1,76,73
o21ai_0,35,35
and3_1,32,32
and2_1,97,97
nand2_1,44,44
clkbuf_16,0,50
clkdlybuf4s50_1,0,406
dfxtp_1,93,93
edfxtp_1,283,283
[cell families after synthesis]
logic type	after synthesis	share of synthesized area
other cells	1	0.000254
simple gates	339	0.124
flops	376	0.701
compound gates	123	0.0534
xor+xnor	30	0.0178
fa+ha+maj	2	0.00169
buf+inv	112	0.0453
mux	55	0.0565
[cell type report]
cell class              count  area, um^2
flip-flops and latches    376       10400
clock inverters            26         308
diodes                      5        12.5
inverters                   6        22.5
well taps                1050        1310
fillers                  7994       57700
multi-input cells         574        3880
repair buffers            429        4250
clock buffers              59        1280
[power groups by stage]
stage	sequential [W]	clock [W]	combinational, W
after CTS	0.00288	0.00297	0.000618
after global routing	0.00289	0.00307	0.000664
final	0.00288	0.00285	0.000608
[worst min path at each step]
| stage | startpoint | endpoint | slack [ps] | cells after the start |
|---|---|---|---|---|
| finish | trans_reg | trans_regR | 200 | 0 |
| global route | trans_reg | trans_regR | 200 | 0 |
| CTS | trans_reg | trans_regR | 200 | 0 |
Power figures rest on the tool's default switching activity, not on a simulated workload.
